## /design/flow/design.v

```verilog
`timescale 1ns/1ps
module sync_fifo #(
  parameter integer DATA_W = 8,
  parameter integer DEPTH  = 16
)(
  input  wire                  clk_i,
  input  wire                  rst_ni,        
  input  wire                  wr_en_i,
  input  wire [DATA_W-1:0]     wr_data_i,
  output wire                  full_o,
  output reg                   overflow_o,
  input  wire                  rd_en_i,
  output reg  [DATA_W-1:0]     rd_data_o,
  output wire                  empty_o,
  output reg                   underflow_o,
  output wire [31:0]           count_o        
);
  function integer clog2; input integer v; integer i; begin
    v = v-1; for (i=0; v>0; i=i+1) v=v>>1; clog2=i;
  end endfunction
  localparam integer A_W = clog2(DEPTH);             
  reg [A_W:0] wptr, rptr;                             
  wire [A_W-1:0] waddr = wptr[A_W-1:0];
  wire [A_W-1:0] raddr = rptr[A_W-1:0];
  reg [DATA_W-1:0] mem [0:DEPTH-1];
  assign empty_o = (wptr == rptr);
  assign full_o  = (wptr[A_W]     != rptr[A_W]) &&
                   (wptr[A_W-1:0] == rptr[A_W-1:0]);
  assign count_o = (wptr - rptr);  
  always @(posedge clk_i or negedge rst_ni) begin
    if (!rst_ni) begin
      wptr       <= { (A_W+1){1'b0} };
      overflow_o <= 1'b0;
    end else begin
      overflow_o <= 1'b0;
      if (wr_en_i) begin
        if (!full_o) begin
          mem[waddr] <= wr_data_i;
          wptr       <= wptr + {{A_W{1'b0}},1'b1};
        end else begin
          overflow_o <= 1'b1;  
        end
      end
    end
  end
  always @(posedge clk_i or negedge rst_ni) begin
    if (!rst_ni) begin
      rptr        <= { (A_W+1){1'b0} };
      rd_data_o   <= { DATA_W{1'b0} };
      underflow_o <= 1'b0;
    end else begin
      underflow_o <= 1'b0;
      if (rd_en_i) begin
        if (!empty_o) begin
          rd_data_o <= mem[raddr];
          rptr      <= rptr + {{A_W{1'b0}},1'b1};
        end else begin
          underflow_o <= 1'b1;  
        end
      end
    end
  end
endmodule
```

## /design/flow/run.sh

```bash
#!/bin/bash
# OpenROAD 26Q1-2900-gdf79404cd8, Yosys 0.63+post, stock flow scripts
make -C /OpenROAD-flow-scripts/flow DESIGN_CONFIG=/design/flow/config.mk WORK_HOME=/design/flow/orfs finish
```

## /design/flow/config.mk

```make
export PLATFORM = sky130hd
export DESIGN_NAME = sync_fifo
export DESIGN_NICKNAME = sync_fifo
export VERILOG_FILES = /design/flow/design.v
export SDC_FILE = /design/flow/constraint.sdc
export NUM_CORES = 4
export LEC_CHECK = 1
export CORE_UTILIZATION = 40
```

## /design/flow/constraint.sdc

```tcl
current_design sync_fifo

set clk_period 6.2
set clk_io_pct 0.2

create_clock -name clk0 -period $clk_period [get_ports {clk_i}]

set non_clock_inputs [all_inputs -no_clocks]
set_input_delay [expr $clk_period * $clk_io_pct] -clock clk0 $non_clock_inputs
set_output_delay [expr $clk_period * $clk_io_pct] -clock clk0 [all_outputs]
```

==> notes.md <==
impl run done, here's what came out: status finished clean, hold_buf cts 0, final slew viol count 0, Initial Util between 40% and 50%, RSZ-0062 raised after global routing no, top logic cells by instance count in the layout 128 x edfxtp_1, 55 x clkdlybuf4s50_1, 28 x nand2_1, 22 x buf_4, 20 x nor2_1, vias per cell 5.30, Slew HR 39.8%, flip-flops with a built-in enable approximately 130, Int Power 2.67 mW, DP Cell Count about 680, hold_ws between 400 and 500 ps, vias in the first global route 3,851, Crit Path Max Fanout 52, clock network fraction of total power around a quarter, yosys cell count around 450, cell family with most CP delay buffers and inverters, worst hold stages 1, dominant logic cell type in the layout edfxtp_1, number of synthesized register bits 148, Yosys Warn Count 2, Setup Buffers After CTS 0, pin count of the biggest net entering global routing 53, Lkg Pwr 2.60 nW, die height 127 um, routed length per instance 19.9 um, clk latency late pin 420 ps, Post-synth seq share 69.1%, gr usage total about a fifth, die area 0.0162 mm^2, H-tree Lvls 4, Top cell by count, worst path buf_4, final hold vios 0, Mean Syn Cell Area 14.1 um^2, Max Clk Rate 224 MHz, CP Data Required Time about 5000 ps, Flop pwr share between 30% and 40%, Sw Pwr 1.20 mW, slew at the pin with the worst max-slew slack ~900 ps, post-route cell area 0.00754 mm^2, critical path's slowest cell buf_4, Buf+Inv Stages, Crit Path 4, die width 127 um, yosys stat area 0.00629 mm^2, residual DRC count 0, CTS tree done, Crit Path Category register to output pin, post-synthesis cell area 0.00629 mm^2, GR Overflow Total 0, I/O Buffers about 55, gpl congestion between 0.8 and 0.9, Max stage delay on crit path 500 ps, Register Area 0.00435 mm^2, total CTS buffers 17, post-layout period usage a little under three quarters, final wirelength 14,200 um, cells after synthesis around 450, Startpoint Class register, Worst Path Arrival 3220 ps, via total after detailed routing 3,783, # resized after CTS 0, setup TNS 0 ps, Area growth syn-to-layout 19.9%, final cell count without fillers ~710, Comb pwr share about two fifths, clk sinks 148, Netlist cell types 48, number of antenna diodes 0, first-pass GRT wire length 22,100 um, FF-to-FF setup slack 2330 ps, Layout fillers 1,252, IO Pins approximately 56, DR iter-0 viols about 200, Final Setup Violations 0, Sw Share 31.1%, Pre-antenna DRT Iters 5, clock-pin slew on the worst setup and hold paths 60 ps, max-cap violations 0, CP Capture Type output pin, clk root buf clkbuf_16, FF-to-FF path depth 8, share of layout cells above drive strength 1 between 10% and 20%, num rows 45, post-layout min period 4460 ps, CTS Buffer Depth 2, tool warnings 31, setup slack at placement between 2000 and 2500 ps, most used flip-flop cell edfxtp_1, combined area of the multi-input logic cells 0.00156 mm^2, Area after DPL 0.00694 mm^2, Core ar. ~0.015 mm^2, initial antenna violation count 0, worst setup margin 1740 ps, clock skew 7.11 ps, Power Dens Cells approximately 510 mW/mm^2, Worst VDD drop between 0.3 and 0.4 mV, Critical Path Stages 7, worst-path cell chain buf_4 > clkinv_1 > ha_1 > a21o_1 > a21oi_1 > buf_4 > clkdlybuf4s50_1, Final HPWL DP between 8000 and 9000 um, FFs w/ async S/R, synth 13.5%, Worst Hold Class register to register, final antenna-violating net count 0
cell usage after synthesis (all sizes together) (7+ instances only):
library cell,count,share of area (%)
ha,13,2.6
nand3,11,0.88
a22oi,8,0.96
buf,44,4.7
o21ai,20,1.6
o22ai,7,0.70
clkbuf,9,0.54
mux2i,10,1.6
nor3,9,0.72
dfrtp,20,8.0
nand2,28,1.7
xnor2,10,1.4
edfxtp,128,61
inv,13,0.78
a21oi,13,1.0
nor2,20,1.2
a221oi,12,1.7
a211oi,7,0.84
a32oi,10,1.4
metal layers:
| metal | share of wire, % | wire length (um) | up-vias | GRT usage (%) |
|---|---|---|---|---|
| li1 | - | - | 1766 | - |
| met1 | 41 | 5810 | 1806 | 28.1 |
| met2 | 46 | 6480 | 190 | 29.5 |
| met3 | 11 | 1600 | 21 | 10.1 |
| met4 | 2.3 | 331 | 0 | 4.48 |
| met5 | 0 | 0 | - | 0 |
stage by stage:
stage / util, % / power [mW]
finish: 49.4 / 3.87
CTS: 49.4 / 3.90
floorplan: - / 2.29
detailed placement: 45.5 / 2.86
global route: 49.4 / 4.10
global placement: 45.5 / 2.84
path summary, 6_finish.rpt:
kind | startpoint | end
worst max register to register | rptr[3]$_DFFE_PN0P_ | mem[13][2]$_DFFE_PP_
worst min register to register | rptr[4]$_DFFE_PN0P_ | rptr[4]$_DFFE_PN0P_
max in group asynchronous | rst_ni | rptr[3]$_DFFE_PN0P_
worst min-delay path | rptr[4]$_DFFE_PN0P_ | rptr[4]$_DFFE_PN0P_
worst max-delay path | rptr[3]$_DFFE_PN0P_ | count_o[12]
min in group asynchronous | rst_ni | wptr[2]$_DFFE_PN0P_
layout make-up:
class                   instances  area share [%]
repair buffers                 77            9.49
well taps                     211            3.50
clock buffers                  20            5.92
multi-input cells             232            20.7
clock inverters                12            2.07
flip-flops and latches        148            57.6
inverters                      14           0.697
worst register-to-register path: cells and delay by family (launching register included):
kind                       cells  cell delay [ps]
adders and majority gates      1              440
buffers and inverters          2              950
DFF                            1              340
and+or+nand+nor                5             1770
state kept, by name (all words and copies together) (netlist names):
register     cells
underflow_o      1
rd_data_o        8
mem            128
overflow_o       1
rptr             5
wptr             5
cell families (layout without fill, tap and decap cells):
family / count (synthesis) / in the layout / share of synthesized area (%)
adders and majority gates: 14 / 14 / 2.91
xor gates and xnor gates: 11 / 11 / 1.53
and+or+nand+nor: 96 / 96 / 7.36
muxes: 14 / 14 / 2.31
DFF: 148 / 148 / 69.1
buffers and inverters: 67 / 123 / 6.09
AOI/OAI and AO/OA: 97 / 97 / 10.7
power by group through the flow:
stage | registers [mW] | clock network (mW) | logic (mW)
after CTS | 1.27 | 1.05 | 1.58
after global routing | 1.28 | 1.10 | 1.73
final | 1.27 | 1.03 | 1.57
No activity file was given, so power comes from the tool's default toggle rates.
